File: ./config.mk
export PLATFORM = sky130hd
export DESIGN_NAME = de
export DESIGN_NICKNAME = de
export VERILOG_FILES = /design/flow/design.v
export SDC_FILE = /design/flow/constraint.sdc
export NUM_CORES = 4
export LEC_CHECK = 1
export CORE_UTILIZATION = 30
File: ./constraint.sdc
current_design de

set clk_period 11.3
set clk_io_pct 0.2

create_clock -name clk0 -period $clk_period [get_ports {clk}]
create_clock -name clk1 -period $clk_period [get_ports {r}]
create_clock -name clk2 -period $clk_period [get_ports {s}]

set non_clock_inputs [all_inputs -no_clocks]
set_input_delay [expr $clk_period * $clk_io_pct] -clock clk0 $non_clock_inputs
set_output_delay [expr $clk_period * $clk_io_pct] -clock clk0 [all_outputs]
File: ./design.v
module alarm(
    input  wire clk,
    input  wire a_set,
    input  wire [2:0] a_enable, a_reset,
    input  wire [2:0] ain1,  
    input  wire [4:0] ain2,	  
    input  wire [3:0] ain3,  
    input  wire [4:0] ain4,  
    input  wire [2:0] a1,
    input  wire [4:0] a2,
    input  wire [3:0] a3,
    input  wire [4:0] a4,
    output reg a_out
);
    int a_timer=60;  
    int a_c=0;
    int w=0;
    always @(posedge clk) begin
        if(a_set==1) begin
            if(a_enable==1 && ((a1==ain1 && a2==ain2 && a3==ain3 && a4==ain4) || w==1) && a_reset==0) begin
                a_out=1; w=1;
                if(a_c<a_timer) a_c=a_c+1;
                else begin
                    a_c=0; w=0;
                end
            end
            else begin
                a_out=0; a_c=0; w=0;
            end
        end
        else begin
            a_out=0; a_c=0; w=0;
        end
    end
endmodule
`timescale 1ms / 1us
module clock_core(
    input  wire clk,
    input  wire r,    
    input  wire s,    
    input  wire hour_24,
    input  [2:0] a,    
    input  [4:0] b,    
    input  [3:0] c,    
    input  [4:0] d,    
    input  [3:0] e,    
    input  [4:0] f,    
    output reg [2:0] h1,
    output reg [4:0] h0,
    output reg [3:0] m1,s1,
    output reg [4:0] m0,s0,
    output reg am,pm,
    output reg [2:0] a1,
    output reg [4:0] a2,
    output reg [3:0] a3,a5,
    output reg [4:0] a4,a6
);
    reg m,n;
    initial begin
        m=0;n=0;
        a1=0;a2=0;a3=0;a4=0;a5=0;a6=0;
    end
    always @(posedge r) m <= 1;
    always @(posedge s) n <= 1;
    always @(posedge clk) begin
        if(r==1 || m==1) begin
            m=0;n=0;
            a1=0;a2=0;a3=0;a4=0;a5=0;a6=0;
        end
        else if(s==1 || n==1) begin
            a1=a; a2=b; a3=c; a4=d; a5=e; a6=f;
            n=0;
        end
        else if(n==0) begin
            a6=(a6+1)%10;
            if(a6==0) a5=(a5+1);
            if(a5==6) begin a4=a4+1; a5=0; end
            if(a4==10) begin a3=a3+1; a4=0; end
            if(a3==6) begin a2=a2+1; a3=0; end
            if(a2==10) begin a1=a1+1; a2=0; end
            if(a1==2 && a2==4) begin
                a1=0;a2=0;a3=0;a4=0;a5=0;a6=0;
            end
        end
        m1=a3; m0=a4;
        s1=a5; s0=a6;
        h1=a1; h0=a2;
        am=1'bx; pm=1'bx;
        if(hour_24==0) begin
            if(a1==0 && a2==0) begin
                h1=1; h0=2; am=1; pm=0;
            end
            else if(a1<1 || (a1==1&& a2<2)) begin
                h1=a1; h0=a2; am=1; pm=0;
            end
            else if(a1==1 && a2==2) begin
                pm=1; h1=a1; h0=a2; am=0;
            end
            else if(a1==2 && a2<2) begin
                h1=0; h0=a2+8; am=0; pm=1;
            end
            else begin
                h1=a1-1; h0=a2-2; pm=1; am=0;
            end
        end
    end
endmodule
module de(
    input clk,r,s,hour_24,
    input [2:0]a,
    input [4:0]b,d,f,
    input [3:0]c,e,
    input [2:0]ain1,a_enable,a_reset,a_set,
    input [4:0]ain2,ain4,
    input [3:0]ain3,
    output [2:0]h1,
    output [4:0]h0,
    output [3:0]m1,s1,
    output [4:0]m0,s0,
    output am,pm,a_out
);
    wire [2:0] a1;
    wire [4:0] a2;
    wire [3:0] a3,a5;
    wire [4:0] a4,a6;
    clock_core clock_inst(
        .clk(clk),
        .r(r), 
        .s(s), 
        .hour_24(hour_24),
        .a(a), .b(b), .c(c), .d(d), .e(e), .f(f),
        .h1(h1), .h0(h0), .m1(m1), .s1(s1), .m0(m0), .s0(s0),
        .am(am), .pm(pm),
        .a1(a1), .a2(a2), .a3(a3), .a4(a4), .a5(a5), .a6(a6)
    );
    alarm alarm_inst(
        .clk(clk), .a_set(a_set),
        .a_enable(a_enable), .a_reset(a_reset),
        .ain1(ain1), .ain2(ain2), .ain3(ain3), .ain4(ain4),
        .a1(a1), .a2(a2), .a3(a3), .a4(a4),
        .a_out(a_out)
    );
endmodule
File: ./run.sh
#!/bin/bash
# OpenROAD 26Q1-2900-gdf79404cd8, Yosys 0.63+post, stock flow scripts
make -C /OpenROAD-flow-scripts/flow DESIGN_CONFIG=/design/flow/config.mk WORK_HOME=/design/flow/orfs finish
==> CHANGELOG.md <==
### Implementation results

- Synth flops: 88
- Congestion Overflow GR: 1035
- Die width: 132 um
- Vias in the first global route: 10600
- Log Error: [ERROR GRT-0116] Global routing finished with congestion. Check the congestion regions in the DRC Viewer.
- Distinct cells, synth: 76
- Post-CTS Repair Setup Buffers: 0
- Yosys warning count: 6
- Post-synth seq share: 34.7%
- Post-Synthesis Cells: 602
- EDFF count, synth: 0
- Cell taking the most area after synthesis: dfxtp_1
- Synth top area share: 34.7%
- Synthesized area per cell: 8.44 um^2
- Stage where the flow stopped: global routing (5_1_grt)
- Cell total in the yosys stat output: 602
- Detailed placer's ending HPWL: 9240 um
- GRT Overall Usage: 62.4%
- Outcome: aborted with a tool error
- Largest net degree at the start of global routing: 20
- GP Congestion: 0.898
- Top cells, area: dfxtp_1 (35%), nor2_1 (5.9%), xor2_1 (5.5%)
- First-pass GRT wire length: 72100 um
- PortBufs: 80
- Placement Cell Area: 6030 um^2
- FP Rows: 47
- Fraction of registers with async set/reset: 0%
- Post-synth top flop: dfxtp_1
- Yosys stat area: 5080 um^2
- FP Util: 30.6%
- Top Ports: 85
- Post-synthesis cell area: 5080 um^2
- Die H: 132 um
[metal layers]
metal / track usage [%] / overflow
met1: 41.1 / 0
met2: 44.7 / 0
met3: 86.8 / 450
met4: 112 / 552
met5: 65.6 / 33
[logic make-up after synthesis]
family	after synthesis	share of synthesized area, %
flip-flops	88	34.7
multiplexers	16	3.47
buffers and inverters	49	4.41
AND-OR/OR-AND	114	16.7
AND/OR/NAND/NOR	257	25.8
adder cells (fa/ha/maj)	18	4.43
XOR/XNOR	60	10.5
[cell usage after synthesis (all sizes together) (8+ instances only)]
library cell,number
nor3,15
mux2i,9
dfxtp,88
xnor2,28
nor4,8
o21ai,18
a21oi,23
clkbuf,18
nand2b,10
a22oi,12
ha,18
nand2,51
nor2,80
nand3,23
nor2b,8
buf,10
xor2,32
inv,21
nand4,15
and3,8
[through the flow]
step	std cells	power [W]	utilization (%)	setup slack [ns]	hold slack, ns
4_1_cts	1166	0.00581	73.5	0.125	0.411
3_5_place_dp	876	0.00109	36.4	3.33	0.0780
3_3_place_gp	876	0.00109	36.4	3.33	0.0780
2_1_floorplan	602	0.00103	-	3.19	0.312
[repair_timing]
action                                  4_1_cts
resized                                       3
hold buffers                                  0
endpoints found under the setup margin        7
gates cloned                                  0
Power figures rest on the tool's default switching activity, not on a simulated workload.
