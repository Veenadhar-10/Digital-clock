## design/flow/run.sh

```bash
#!/bin/bash
# OpenROAD 26Q1-2900-gdf79404cd8, Yosys 0.63+post, stock flow scripts
make -C /OpenROAD-flow-scripts/flow DESIGN_CONFIG=/design/flow/config.mk WORK_HOME=/design/flow/orfs finish
```

## design/flow/config.mk

```make
export PLATFORM = sky130hd
export DESIGN_NAME = stopwatch
export DESIGN_NICKNAME = stopwatch
export VERILOG_FILES = /design/flow/design.v
export SDC_FILE = /design/flow/constraint.sdc
export NUM_CORES = 4
export LEC_CHECK = 1
export CORE_UTILIZATION = 30
```

## design/flow/constraint.sdc

```tcl
current_design stopwatch

set clk_period 4.3
set clk_io_pct 0.2

create_clock -name clk0 -period $clk_period [get_ports {clk}]

set non_clock_inputs [all_inputs -no_clocks]
set_input_delay [expr $clk_period * $clk_io_pct] -clock clk0 $non_clock_inputs
set_output_delay [expr $clk_period * $clk_io_pct] -clock clk0 [all_outputs]
```

## design/flow/design.v

```verilog
module stopwatch(
    input  wire clk,
    input  wire start,
    input  wire pause,
    input  wire restart,
    output reg [31:0] count
);
    reg running;
    initial begin
        count   = 0;
        running = 0;
    end
    always @(posedge clk) begin
        if (restart) begin
            count   <= 0;
            running <= 0;
        end
        else if (start) begin
            running <= 1;
        end
        else if (pause) begin
            running <= 0;
        end
        if (running) begin
            count <= count + 1;
        end
    end
endmodule
```

==> results.txt <==
Implementation results

The final period utilization is 55.2%. The number of buffers on the longest clock path is 2. Setup violations remaining at the end of the flow were counted as 0. Once layout is done, the placed cells without fillers occupy 2340 um^2. The sequential cell area fraction in the yosys report is 52.7%.

The detailed-router iteration count before antenna repair is 4. Summing over every cut layer, the via total after detailed routing is 1547. Yosys mapped a number of flops with a built-in enable equal to 32.

The max-slew headroom at the worst pin is 48.1%. The worst path needs 2.37 ns of the cycle, external delays included. The hold-fix buffer count after cts is 0. The placed instances occupy a cell area of 2270 um^2. The worst hold path was traced through 2 stages.

The overall fraction of global-route tracks in use is 14.3%. The leakage component of the power was reported as 0.720 nW. The first global-routing pass estimated 6890 um of wire.

The endpoint identified for the worst register-to-register timing path is count[22]. The total DRC errors in the routed layout is 0. The met2 track utilization from global routing is 20.8%. The number of placed instances, taps included, is 277. The number of different library cells used by synthesis comes to 33. The largest fanout of any net on the critical path is 18. The clock tree from TritonCTS is yes.

The number of global-route vias before repair is 1377. The post-synthesis sequential element count is 33. The proportion of synthesized flip-flops having asynchronous set or reset is 0%. The post-synthesis area per instance is 10.6 um^2. Looking at the worst setup and hold paths, the clock pins of their registers show a slew of 0.07 ns. The congestion estimate from routability-driven global placement came to 0.810. At the pin with the least slew margin, the transition time is 0.779 ns. The flow ran to the end, and the final reports show no timing, DRC or antenna violations.

The layout overhead on the synthesized area is 25.8%. The sum of overflow across all layers after global routing is 0. The report counts max-capacitance violations totalling 0. The post-synthesis cell count is 176. The average routed wire per standard cell is 14.7 um.

Entering global routing, the biggest net connects 33 pins. The total die area is 6520 um^2. The combinational share of power is 11.5%. The worst-case reg-to-reg setup slack stands at 1.93 ns. Setup repair after global routing left no endpoint under its margin.

Post-CTS repair changed the size of 0 cells. The aggregate routed wire length is 4180 um. The clock drives 33 sinks. The proportion of layout cells with a drive suffix above 1 is 6.70%. The commonest register cell after synthesis is sky130_fd_sc_hd__edfxtp_1.

The total power density per cell area is 306 nW/um^2. The floorplan step set the die height to 80.8 um. The startpoint of the most critical hold path is running. The final-report max-slew violation count is 0. The number of warnings in the stage logs is 25.

After global routing, the most crowded layer is met1. After the first detailed-routing iteration, the DRC count stood at 107. Before placement the cells fill 31.3% of the core. The clock tree synthesis step divided the H-tree into 2 levels. For this design the top-level I/O count stands at 36.

The tightest min-delay check is of the flip-flop to flip-flop type. The setup TNS after final layout is 0 ns. For this run, the number of standard cells in the final layout without fillers is 284. Looking at the power breakdown, sequential logic takes 57.9% of the total.

The number of antenna violations at the first check in global routing is 0. The root cell of the clock tree is sky130_fd_sc_hd__clkbuf_8. In this run the critical register-to-register path is launched from count[8]. The switching power is 0.000173 W. The yosys synthesis chip area is 1860 um^2.

The worst setup path is launched from a flip-flop. The end of the worst hold path is running. After clock tree synthesis, the setup repair step added 0 buffers. At the worst endpoint, the arrival time is 2.51 ns. The kind of critical path is flip-flop to flip-flop.

The analysis reports a worst IR drop on VDD of 138 uV. Warnings reported by Yosys during synthesis add up to 1. The kind of capture point of the worst setup path is a flip-flop. The tally of buffers added on design ports is 35. Timing would allow up to 422 MHz.

Once detailed placement completed, the half-perimeter wirelength came to 2760 um. Per the OpenROAD floorplan log, the area of the core is 5960 um^2. The total chip power is 0.000718 W. The met1 layer usage reported by global route is 23.1%. Counting cells, the worst reg-to-reg path comes to 4. The netlist area before placement is 1860 um^2. The horizontal die dimension is 80.8 um.

The clock network burns 30.5% of the power. The number of antenna cells inserted is 0. For reference, the final report shows the hold violation count at 0. The script logs the ratio of routed vias to standard cells as 5.45. The switching share of total power is 24.1%.

The largest clock skew in the final design is 0.00848 ns. Global routing used 3.53% of the available met3 tracks. The internal portion of the total power is 0.000544 W. The post-route utilization of the core is recorded as 39.3%. The remaining antenna violation count is 0.

The CTS report gives the tree buffer count as 5. The floorplan has 28 rows. The number of cells reported by Yosys stat comes to 176. According to the timing report, the data required time at the worst endpoint equals 4.44 ns. The clock insertion delay at the later pin of the skew report is 0.29 ns.
critical path: stages, from the launching register on:
cell and delay (ns):
sky130_fd_sc_hd__edfxtp_1 0.44, sky130_fd_sc_hd__and4_1 0.31, sky130_fd_sc_hd__nand4_1 0.53, sky130_fd_sc_hd__or4_2 0.80, sky130_fd_sc_hd__a21oi_1 0.15
routing by layer:
metal | wire length [um] | vias up
li1 | - | 762
met1 | 2120 | 731
met2 | 1780 | 47
met3 | 232 | 7
met4 | 55 | 0
met5 | 0 | -
Yosys cell counts, drive strengths merged (3+ instances only):
library cell  number  share of area (%)
nor2              12                2.4
nand2              9                1.8
clkbuf             7                1.4
o31ai             13                5.2
nand4             13                4.7
inv                4               0.81
or3                5                1.8
edfxtp            32                 52
a21oi             19                5.1
and4               5                2.4
and3               3                1.0
buf                3                1.1
nand3              8                2.2
or4               15                6.4
o21ai              5                1.3
xor2               9                4.2
and2               4                1.3
power by group through the flow:
| stage | logic (W) | registers, W | clock network, W |
|---|---|---|---|
| final | 0.0000829 | 0.000416 | 0.000219 |
| after CTS | 0.0000847 | 0.000415 | 0.000226 |
| after global routing | 0.0000937 | 0.000421 | 0.000242 |
layout make-up:
type                            instances  area (um^2)
Clock inverter                          1         3.75
Multi-Input combinational cell        129          818
Tap cell                               75         93.8
Sequential cell                        33          981
Timing Repair Buffer                   36          358
Clock buffer                            6         72.6
Fill cell                             599         3610
Inverter                                4         15.0
how the worst max path moves through the flow:
stage,cells past startpoint,start,end
after CTS,4,count[13],count[22]
after global routing,4,count[13],count[22]
final,4,count[8],count[22]
cells in the final DEF, fill, tap and decap left out, drive strengths merged:
cell / Yosys / final
o311ai: 1 / 1
ha: 1 / 1
buf: 3 / 1
clkdlybuf4s50: 0 / 35
or3: 5 / 5
or4: 15 / 15
nand2b: 1 / 1
dfxtp: 1 / 1
o41ai: 1 / 1
o31ai: 13 / 13
o31a: 1 / 1
nor4: 1 / 1
and4: 5 / 5
clkbuf: 7 / 6
nand3: 8 / 8
a21oi: 19 / 19
o21ai: 5 / 5
nand4: 13 / 13
and3: 3 / 3
and2: 4 / 4
xnor2: 1 / 1
xor2: 9 / 9
clkinv: 0 / 1
edfxtp: 32 / 32
nand2: 9 / 9
inv: 4 / 4
or2: 1 / 1
o21a: 1 / 1
nor2: 12 / 12
flip-flops by register name, summed over array words and instances (netlist names):
name / cells
count: 32
running: 1
logic make-up after synthesis:
logic type	synth area share (%)
compound gates	13.5
xor+xnor	4.70
fa+ha+maj	0.672
buf+inv	3.36
flops	52.7
simple gates	25.1
through the flow:
step / setup slack (ns) / hold slack [ns]
after CTS: 1.94 / 0.620
after floorplan: 2.45 / 0.532
after detailed placement: 1.94 / 0.609
after global routing: 1.72 / 0.689
final: 1.93 / 0.621
after global placement: 1.94 / 0.603
Power and IR drop assume default switching activity.
